## flow/config.mk

```make
export PLATFORM = sky130hd
export DESIGN_NAME = Swap
export DESIGN_NICKNAME = Swap
export VERILOG_FILES = /design/flow/design.v
export SDC_FILE = /design/flow/constraint.sdc
export NUM_CORES = 4
export LEC_CHECK = 1
export CORE_AREA = 10 10 89 89
export DIE_AREA = 0 0 99 99
```

## flow/constraint.sdc

```tcl
current_design Swap

set clk_period 8.4
set clk_io_pct 0.2

create_clock -name clk0 -period $clk_period

set non_clock_inputs [all_inputs -no_clocks]
set_input_delay [expr $clk_period * $clk_io_pct] -clock clk0 $non_clock_inputs
set_output_delay [expr $clk_period * $clk_io_pct] -clock clk0 [all_outputs]
```

## flow/design.v

```verilog
`timescale 1ns / 1ps
module Swap(
    input sign_A,
    input sign_B,
    input [7:0] exp_A,
    input [7:0] exp_B,
    input [22:0] mant_A,
    input [22:0] mant_B,
    input sub,
    output logic swap_sign_A,
    output logic swap_sign_B,
    output logic [7:0] swap_exp_A,
    output logic [7:0] swap_exp_B,
    output logic [22:0] swap_mant_A,
    output logic [22:0] swap_mant_B
    );
    always_comb begin
        if (exp_A < exp_B) begin
            swap_exp_A = exp_B;
            swap_exp_B = exp_A;
            swap_mant_A = mant_B;
            swap_mant_B = mant_A;
            case (sub)
                0: begin
                       swap_sign_A = sign_B; 
                       swap_sign_B = sign_A;
                   end
                1: begin
                       swap_sign_A = !sign_B; 
                       swap_sign_B = !sign_A;
                   end
                default: begin
                       swap_sign_A = !sign_B; 
                       swap_sign_B = !sign_A;
                   end
            endcase                
        end
        else begin
            swap_sign_A = sign_A;
            swap_sign_B = sign_B;
            swap_exp_A = exp_A;
            swap_exp_B = exp_B;
            swap_mant_A = mant_A;
            swap_mant_B = mant_B;
        end
    end
endmodule
```

## flow/run.sh

```bash
#!/bin/bash
# OpenROAD 26Q1-2900-gdf79404cd8, Yosys 0.63+post, stock flow scripts
make -C /OpenROAD-flow-scripts/flow DESIGN_CONFIG=/design/flow/config.mk WORK_HOME=/design/flow/orfs finish
```

==> run summary <==
fresh numbers from the pnr run: status completed, endpoints failing hold 0, Hold Crit Start mant_A[12], post-CTS sizing 0, storage element area 0 µm², measured slew at the worst slew-check pin 0.405 ns, CP dominant cell by count clkdlybuf4s50_1, Post-synth seq share 0%, Post-Syn Area 993 µm², Mapped Cells 96, Fmax 166 MHz, Pre-antenna DRT Iters 3, total negative slack 0 ns, total track usage 8.49%, flip-flops 0, die area 9800 µm², total of max-cap violations 0, synthesized area per cell 10.3 µm², Peak supply drop 0.0000306 V, slowest stage cell, crit path clkdlybuf4s50_1, layout cells sized above 1 28.5%, clock buffers 0, Yosys top cell area share 68.0%, Routed WL 4430 µm, # rows 28, hpwl dp 3900 µm, Synth cell types 14, setup violators final 0, port buffer count 129, final core utilization 38.8%, area leader, netlist mux2_2, first-pass GRT wire length 7090 µm, Yosys Instances 96, largest net degree at the start of global routing 33, yosys warns 1, Post-CTS Setup Inserts 0, Hold Buf Count CTS 0, routed vias/inst 4.08, RSZ-0062 raised after global routing no, via count 1208, Hold Path Stages 3, gpl congestion 0.771, detailed-route DRC error count 0, CP required 6.72 ns, Leakage 0.892 nW, cell area after layout 2330 µm², crit-path cells clkdlybuf4s50_1 -> inv_1 -> ha_1 -> a2111o_1 -> a211oi_4 -> buf_4 -> mux2_2 -> clkdlybuf4s50_1, Area Growth Syn to Fin 134%, WL per Instance 14.9 µm, Top cells by area mux2_2 68%, ha_1 8.8%, buf_6 6.8%, Min Clock Period, post-route 6.01 ns, worst-path maximum fanout 32, worst min-delay path class primary input to primary output, yosys synthesis chip area 993 µm², io pins 129, Die Y 99 µm, Rel. slew slack 73.0%, power density cells 71.4 nW/µm², GRT Residual Overflow 0, Crit. End Element primary output, Ant. Diodes 0, die width 99 µm, CP arrival 4.33 ns, Post-DRT Antenna Nets 0, delay of the slowest critical-path stage 0.49 ns, # fillers 573, Hold Path Sink swap_mant_A[12], dpl cell area 2330 µm², FP Core Util 16.6%, crit path launch type primary input, total power 0.166 mW, DR iter-0 viols 5, Setup CP Type primary input to primary output, cycle use final 71.6%, Log Warnings 32, Pins Over Slew Limit 0, vias in the first global route 1337, initial antenna violation count 0, core area 5990 µm²
Yosys cell counts, drive strengths merged:
library cell  count
a2111o            1
a211oi            2
a21oi             1
buf               6
ha                7
inv               8
mux2             64
nand2b            1
nand4             1
nor2              1
o21ai             2
xor2              2
worst max-delay path by stage:
stage / from / end / slack, ns
after CTS: exp_B[1] / swap_mant_A[9] / 2.36
after global routing: exp_B[1] / swap_exp_B[7] / 2.24
final: exp_B[1] / swap_mant_B[8] / 2.39
report_power, final:
part / internal (mW) / total, mW / switching (mW)
clock: 0 / 0 / 0
combinational: 0.124 / 0.166 / 0.0420
sequential: 0 / 0 / 0
total: 0.124 / 0.166 / 0.0420
critical path, delay by kind of cell:
family / cells / cell delay (ns)
buffers and inverters: 4 / 1.37
AOI/OAI and AO/OA: 2 / 0.62
muxes: 1 / 0.39
adders and majority gates: 1 / 0.27
cell type report:
class | count | area, µm² | area share, %
multi-input combinational | 82 | 896 | 38.5
tap | 75 | 93.8 | 4.03
timing repair buffer | 131 | 1310 | 56.2
inverter | 8 | 30.0 | 1.29
stage by stage:
stage / cells / setup slack (ns) / hold WS, ns
6_report: 296 / 2.39 / 4.40
5_1_grt: 296 / 2.24 / 4.44
4_1_cts: 296 / 2.36 / 4.41
3_5_place_dp: 296 / 2.37 / 4.41
3_3_place_gp: 296 / 2.38 / 4.41
2_1_floorplan: 96 / 3.36 / 3.43
cell families after synthesis:
logic type      after synthesis  synth area share [%]
xor+xnor                      2                  1.76
buf+inv                      14                  9.82
fa+ha+maj                     7                  8.82
compound gates                6                  5.42
simple gates                  3                  1.64
mux                          64                  72.5
placed cells by master, fill, tap and decap left out:
master           count
buf_4                2
xor2_1               2
clkdlybuf4s50_1    129
o21ai_0              2
mux2_2              60
nand2b_1             1
a211oi_4             1
inv_1                8
a211oi_1             1
a21oi_1              1
nand4_1              1
a2111o_1             1
ha_1                 7
nor2_1               1
mux2_1               4
routing by layer:
| layer | part of all wire [%] | global-route usage (%) | wire [µm] | vias to the layer above |
|---|---|---|---|---|
| li1 | - | - | - | 611 |
| met1 | 43 | 10.4 | 1890 | 522 |
| met2 | 44 | 13.8 | 1960 | 73 |
| met3 | 12 | 4.09 | 544 | 2 |
| met4 | 0.61 | 0.441 | 27 | 0 |
| met5 | 0 | 0 | 0 | - |
Power is estimated from default activity; no workload was simulated.
