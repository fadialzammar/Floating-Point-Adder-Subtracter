File: config.mk
export PLATFORM = sky130hd
export DESIGN_NAME = Pre_Normalize
export DESIGN_NICKNAME = Pre_Normalize
export VERILOG_FILES = /design/flow/design.v
export SDC_FILE = /design/flow/constraint.sdc
export NUM_CORES = 4
export LEC_CHECK = 1
export CORE_UTILIZATION = 50
File: constraint.sdc
current_design Pre_Normalize

set clk_period 10.0
set clk_io_pct 0.2

create_clock -name clk0 -period $clk_period

set non_clock_inputs [all_inputs -no_clocks]
set_input_delay [expr $clk_period * $clk_io_pct] -clock clk0 $non_clock_inputs
set_output_delay [expr $clk_period * $clk_io_pct] -clock clk0 [all_outputs]
File: design.v
`timescale 1ns / 1ps
module Pre_Normalize(
    input sign_A,
    input [7:0] exp_A,
    input [22:0] mant_A,
    input sign_B,
    input [7:0] exp_B,
    input [22:0] mant_B,
    output logic norm_sign_A,
    output logic norm_sign_B,
    output logic [22:0] norm_mant_A,
    output logic [22:0] norm_mant_B,
    output logic [7:0] exp,
    output logic [2:0] GRS,
    output logic shift_flag
    );
    logic [7:0] exp_diff;
    logic [25:0] int_mant_B;
    always_comb begin
        norm_sign_A = sign_A;
        norm_sign_B = sign_B;
        exp = exp_A;
        exp_diff = exp_A - exp_B;
        shift_flag = (exp_diff != 0);
        int_mant_B = {mant_B, 3'b000};
        int_mant_B = {1'b1,int_mant_B} >> exp_diff;
        norm_mant_A = mant_A;
        norm_mant_B = int_mant_B[25:3];
        GRS[2:1] = int_mant_B[2:1];
        if (exp_diff > 2) 
            begin
                case (exp_diff - 2)
                    0: GRS[0] = int_mant_B[0];
                    1: GRS[0] = int_mant_B[0];
                    2: GRS[0] = mant_B[0] | int_mant_B[0];
                    3: GRS[0] = |mant_B[1:0] | int_mant_B[0];
                    4: GRS[0] = |mant_B[2:0] | int_mant_B[0];
                    5: GRS[0] = |mant_B[3:0] | int_mant_B[0];
                    6: GRS[0] = |mant_B[4:0] | int_mant_B[0];
                    7: GRS[0] = |mant_B[5:0] | int_mant_B[0];
                    8: GRS[0] = |mant_B[6:0] | int_mant_B[0];
                    9: GRS[0] = |mant_B[7:0] | int_mant_B[0];
                    10: GRS[0] = |mant_B[8:0] | int_mant_B[0];
                    11: GRS[0] = |mant_B[9:0] | int_mant_B[0];
                    12: GRS[0] = |mant_B[10:0] | int_mant_B[0];
                    13: GRS[0] = |mant_B[11:0] | int_mant_B[0];
                    14: GRS[0] = |mant_B[12:0] | int_mant_B[0];
                    15: GRS[0] = |mant_B[13:0] | int_mant_B[0];
                    16: GRS[0] = |mant_B[14:0] | int_mant_B[0];
                    17: GRS[0] = |mant_B[15:0] | int_mant_B[0];
                    18: GRS[0] = |mant_B[16:0] | int_mant_B[0];
                    19: GRS[0] = |mant_B[17:0] | int_mant_B[0];
                    20: GRS[0] = |mant_B[18:0] | int_mant_B[0];
                    21: GRS[0] = |mant_B[19:0] | int_mant_B[0];
                    22: GRS[0] = |mant_B[20:0] | int_mant_B[0];
                    23: GRS[0] = |mant_B[21:0] | int_mant_B[0];
                    24: GRS[0] = |mant_B[22:0] | int_mant_B[0];
                    default: GRS[0] = |mant_B[22:0] | int_mant_B[0];
                endcase
            end
        else
            begin
                GRS[0] = int_mant_B[0];
            end
    end
endmodule
File: run.sh
#!/bin/bash
# OpenROAD 26Q1-2900-gdf79404cd8, Yosys 0.63+post, stock flow scripts
make -C /OpenROAD-flow-scripts/flow DESIGN_CONFIG=/design/flow/config.mk WORK_HOME=/design/flow/orfs finish
==> summary.txt <==
Implementation numbers.

- The run finished with clean final reports.
- In the post-route report, total wirelength is listed as between 7 and 8 mm.
- The residual DRC count reads 0.
- Using the TritonRoute via totals, the vias-per-cell ratio works out to around 6.
- The top cell types in the final layout, fill and taps aside, are sky130_fd_sc_hd__clkdlybuf4s50_1, sky130_fd_sc_hd__nand2_1, sky130_fd_sc_hd__nor2_1.
- The overall chip area reads around 0.0054 mm².
- The most numerous logic cell after layout is sky130_fd_sc_hd__clkdlybuf4s50_1.
- The area of the placeable core is just under 0.005 mm².
- The number of warnings in the stage logs is 34.
- The first global-routing pass estimated about 12 mm of wire.
- The kind of end point of the critical path reads a primary output.
- The die span in y is around 73 µm.
- The ratio of total power to cell area is between 100 and 150 mW/mm².
- The number of hold buffers added after CTS was 0.
- The via count of the first global-routing pass reads 2,450.
- Dividing the detail-routed wire length by the instance count gives about 16 µm.
- For this run, the script counts the antenna cells in the layout as 0.
- The worst-case vdd ir drop is just under 0.09 mV.
- For the finished layout, the period the worst path requires is between 8000 and 9000 ps.
- The OpenROAD report gives the critical path a required time of approximately 8000 ps.
- Once the clock tree was built, the setup fixing pass inserted 0 buffers.
- The total area of sequential cells reads 0 µm².
- Per the OpenROAD power report, leakage power amounts to about 1.1 nW.
- Counting pins that exceed their max-slew limit in the final report gives 0.
- The cell-mix breakdown from Yosys lists the compound-gate area share as 27.7%.
- The final non-filler cell total is between 400 and 500.
- The category of the worst setup path launch point reads an input port.
- The number of warnings printed during yosys synthesis reads 1.
- The final antenna-violating net count reads 0.
- Routability-driven placement finished with a final weighted congestion of between 0.9 and 1.
- The portion of synthesized area spent on multiplexers is ~15%.
- In the finished design the tool counted flip-flops and latches totalling 0.
- The iteration tally of the first detailed-router pass reads 5.
- The final sum of negative setup slack is 0 ps.
- The number of cells in the yosys synthesis report reads 396.
- The end-of-flow timing check tallies setup violations at 0.
- The critical path data arrival time reads 6690 ps.
- The ratio of cells with drive above 1 in the final layout is 8.65%.
- For this run the aggregate overflow at the end of global routing stands at 0.
- In this run the cell area of the synthesized design comes to about 0.0025 mm².
- The share of the yosys chip area belonging to registers is 0%.
- Static timing analysis puts the maximum clock frequency at 115 MHz.
- The largest family of logic cells by area reads simple AND/OR/NAND/NOR gates.
- The count of mapped cells out of synthesis reads 396.
- The placed cell count is 483.
- The number of distinct library cell variants in the gate-level netlist after synthesis is around 61.
- Setup repair after global routing left no endpoint under its margin.
- The number of ports placed on the die boundary reads approximately 120.
- The class of the tightest hold or removal check is input port to primary output.
- The overall fraction of global-route tracks in use is between 20% and 30%.
- The post-synthesis to final-layout area growth reads 20.0%.
- The worst hold margin is 4000 ps.
- The number of cell rows is 25.
- The violation tally recorded at the end of detailed-routing iteration 0 is 370.
- The number of cells upsized or downsized after cts reads 0.
- For the pin with the worst max-slew slack, the measured transition is approximately 900 ps.
- A synthesized cell averages roughly 6.4 µm².
- The fraction of the mapped netlist area in simple logic gates is 30.3%.
- Per the OpenROAD floorplan log, the width of the die is 73.4 µm.
- Post-route period utilization is reported as between 80% and 90%.
- The synthesized-area fraction occupied by xor and xnor cells reads 6.48%.
- The number of antenna violations at the first check in global routing is 0.
- The number of hold violations in the final report reads 0.
- The core utilization of the finished layout reads a little under two thirds.
- Power comes to 0.000312 W.
- The count of buffers added on input and output ports is 74.
- The starting utilization of the core area reads approximately 53%.
- Entering global routing, the biggest net connects 41 pins.
- The report shows a maximum critical-path fanout of 35.
- The type of the worst setup path is input port to primary output.
- The number of clock-tree buffers in the layout is 0.
- In this run, the synthesized area fraction spent on adder and majority cells is recorded as under 10%.
- The number of vias after detailed routing reads 2,931.
- The number of violations of the max-capacitance limit is 0.
- The final HPWL from detailed placement reads 5.78 mm.
- The worst slew margin relative to its limit is 38.6%.
- Yosys reports a chip area of ~0.0025 mm².
-- report_power, final --
part	internal (W)	switching, W
Combinational	0.000130	0.000183
Clock	0	0
Sequential	0	0
Total	0.000130	0.000183
-- final timing paths --
check | startpoint | to | slack (ps) | cells after the start
hold / removal | mant_A[10] | norm_mant_A[10] | 4000 | 0
setup / recovery | exp_A[0] | GRS[0] | 1310 | 14
-- metal layers --
metal  wire [µm]  GRT usage, %  vias to the layer above
met2        3070          40.0                      160
met5           0             0                        -
li1            -             -                     1446
met1        3680          48.5                     1315
met3         718          2.91                       10
met4          63          4.27                        0
-- critical path: stages --
cell	delay [ps]
sky130_fd_sc_hd__clkdlybuf4s50_1	420
sky130_fd_sc_hd__inv_1	60
sky130_fd_sc_hd__ha_1	150
sky130_fd_sc_hd__inv_1	50
sky130_fd_sc_hd__fa_1	480
sky130_fd_sc_hd__buf_4	340
sky130_fd_sc_hd__clkinv_1	680
sky130_fd_sc_hd__ha_1	520
sky130_fd_sc_hd__xnor3_1	450
sky130_fd_sc_hd__or4_1	560
sky130_fd_sc_hd__o32ai_1	210
sky130_fd_sc_hd__o41ai_1	130
sky130_fd_sc_hd__a2bb2oi_1	150
sky130_fd_sc_hd__clkdlybuf4s50_1	480
-- cell usage after synthesis, types with 3 or more instances --
cell type / instances / area (µm²)
sky130_fd_sc_hd__a211oi_1: 10 / 75.1
sky130_fd_sc_hd__a21o_1: 3 / 22.5
sky130_fd_sc_hd__a21oi_1: 38 / 190
sky130_fd_sc_hd__a22oi_1: 3 / 22.5
sky130_fd_sc_hd__a31oi_1: 7 / 43.8
sky130_fd_sc_hd__and2_1: 3 / 18.8
sky130_fd_sc_hd__buf_1: 5 / 18.8
sky130_fd_sc_hd__buf_2: 6 / 30.0
sky130_fd_sc_hd__buf_4: 34 / 255
sky130_fd_sc_hd__clkbuf_1: 15 / 56.3
sky130_fd_sc_hd__ha_1: 8 / 100
sky130_fd_sc_hd__inv_1: 13 / 48.8
sky130_fd_sc_hd__mux2_2: 6 / 67.6
sky130_fd_sc_hd__mux2i_1: 19 / 190
sky130_fd_sc_hd__mux4_2: 5 / 113
sky130_fd_sc_hd__nand2_1: 51 / 191
sky130_fd_sc_hd__nand2b_1: 3 / 18.8
sky130_fd_sc_hd__nand3_1: 6 / 30.0
sky130_fd_sc_hd__nor2_1: 46 / 173
sky130_fd_sc_hd__nor2b_1: 7 / 43.8
sky130_fd_sc_hd__nor3_1: 17 / 85.1
sky130_fd_sc_hd__nor3b_1: 3 / 22.5
sky130_fd_sc_hd__nor4_1: 4 / 25.0
sky130_fd_sc_hd__o21ai_0: 16 / 80.1
sky130_fd_sc_hd__o22ai_1: 7 / 43.8
sky130_fd_sc_hd__o32ai_1: 3 / 26.3
sky130_fd_sc_hd__or2_2: 4 / 25.0
sky130_fd_sc_hd__or3_1: 6 / 37.5
sky130_fd_sc_hd__xnor2_1: 5 / 43.8
sky130_fd_sc_hd__xor2_2: 3 / 48.8
-- per-stage QoR --
stage          cell area (µm²)  worst slack (ps)
2_1_floorplan             2550              2840
3_3_place_gp              3060              1420
3_5_place_dp              3060              1350
4_1_cts                   3060              1340
5_1_grt                   3060              1060
6_report                  3060              1310
-- cell families after synthesis --
kind of cell    after synthesis
simple gates                163
compound gates              107
buf+inv                      74
mux                          30
xor+xnor                     13
fa+ha+maj                     9
-- area by class of cell --
class / count / area, µm²
fill: 472 / 1760
inverter: 14 / 52.6
multi-input combinational: 322 / 2140
tap: 67 / 83.8
timing repair buffer: 80 / 786
Power and IR drop assume default switching activity.
