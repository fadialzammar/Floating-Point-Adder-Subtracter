## design/flow/run.sh

```bash
#!/bin/bash
# OpenROAD 26Q1-2900-gdf79404cd8, Yosys 0.63+post, stock flow scripts
make -C /OpenROAD-flow-scripts/flow DESIGN_CONFIG=/design/flow/config.mk WORK_HOME=/design/flow/orfs finish
```

## design/flow/config.mk

```make
export PLATFORM = sky130hd
export DESIGN_NAME = Adder_Subtractor
export DESIGN_NICKNAME = Adder_Subtractor
export VERILOG_FILES = /design/flow/design.v
export SDC_FILE = /design/flow/constraint.sdc
export NUM_CORES = 4
export LEC_CHECK = 1
export CORE_UTILIZATION = 40
export SYNTH_HDL_FRONTEND = slang
```

## design/flow/constraint.sdc

```tcl
current_design Adder_Subtractor

set clk_period 22.4
set clk_io_pct 0.2

create_clock -name clk0 -period $clk_period

set non_clock_inputs [all_inputs -no_clocks]
set_input_delay [expr $clk_period * $clk_io_pct] -clock clk0 $non_clock_inputs
set_output_delay [expr $clk_period * $clk_io_pct] -clock clk0 [all_outputs]
```

## design/flow/design.v

```verilog
`timescale 1ns / 1ps
module Adder_Subtractor(
    input sub,
    input shift_flag,
    input sign_A,
    input sign_B,
    input [22:0] mant_A,
    input [22:0] mant_B,
    input [2:0] GRS_in,
    output logic z_flag,
    output logic sign,
    output logic [24:0] mant,
    output logic [2:0] GRS_out
    );
    logic [27:0] mant_B_2s_cmp;
    logic [27:0] int_mant;
    always_comb begin
        case (sub)
            0: begin
                    case (shift_flag)
                        0:  begin
                                int_mant = {1'b1, mant_A,3'b000} + {1'b1, mant_B, GRS_in};
                            end
                        1:  begin
                                int_mant = {1'b1, mant_A,3'b000} + {1'b0, mant_B, GRS_in};
                            end
                    endcase
                    mant = int_mant[27:3];
                    GRS_out = int_mant[2:0];
                    sign = sign_A;
                    z_flag = (int_mant == 0);
               end
            1: begin
                    case (shift_flag)
                        0:  begin
                                mant_B_2s_cmp = ~{1'b1, mant_B, GRS_in};
                                mant_B_2s_cmp = mant_B_2s_cmp + 1;
                                int_mant = {1'b1, mant_A, 3'b000} + mant_B_2s_cmp;
                            end
                        1:  begin
                                mant_B_2s_cmp = ~{1'b0, mant_B, GRS_in};
                                mant_B_2s_cmp = mant_B_2s_cmp + 1;
                                int_mant = {1'b1, mant_A, 3'b000} + mant_B_2s_cmp;
                            end
                    endcase
                    mant = int_mant[27:3];
                    GRS_out = int_mant[2:0];
                    z_flag = (int_mant == 0);
                    sign = sign_A | sign_B;
               end
        endcase
    end
endmodule
```

==> reports/metrics.cfg <==
[routing]
wl_um = 8260
drtPass1Iterations = 4
drtIter0Drc = 111
drt-wirelength-per-cell_um = 13.6
drc = 0
diodes = 0
via_per_inst = 5.41
num_vias = 3297
ant_nets = 0

[logic_synthesis]
ys_sh_aoi = 0.310
seq_area_frac_synth = 0
synthesis.area_um2 = 3020
xor_area_frac = 0.101
synth_warnings = 0
topCombFamilyByArea = AND-OR/OR-AND gates
avgSynthCellArea_um2 = 6.73
yosys-stat-cells = 449
adder_share = 0.201
syn_inst = 449
simple_gate_area_frac = 0.236
yosys_area_um2 = 3020
ys_sh_mux = 0.0468
synth_cell_types = 68

[setup_path]
cp.arrival_ns = 8.13
crit_path_end_kind = output pin
crit_path_max_incr_delay_ns = 0.56
worstSetupPathType = input pin to output pin
critPathLaunchType = input pin
slowest_stage = ha_1
crit_fanout = 12
cpMostUsedCell = clkdlybuf4s50_1
cp_cell_sequence = clkdlybuf4s50_1, inv_1, ha_1, nand2_4, or3_1, o211a_1, a21oi_2, nor3_1, a311o_1, nor4b_2, o2111ai_1, nor4_2, clkdlybuf4s50_1
worstPathRequired_ns = 17.92

[cells_and_area]
final_common_cell = clkdlybuf4s50_1
drive_above_1_share = 0.0392
instances_no_fill = 609
synthToLayoutAreaGrowth_pct = 27.6
nClkBuffers = 0
regArea_um2 = 0
flop-count = 0
layout_top_cells = 83 x clkdlybuf4s50_1, 49 x inv_1, 47 x ha_1, 44 x nor2_1, 37 x a21oi_1

[global_route]
grt_max_degree = 39
grt_usage = 0.213
grt_pass1_wl_um = 13500
grt_pass1_vias = 2955
antenna_found_initial = 0
grt_overflow_total = 0

[power_and_ir_drop]
vdd_drop_max_mv = 0.0130
p_per_area_nw_per_um2 = 29.4
p_leak_nw = 1.67

[floorplan]
fp_util = 0.414
chipHeight_um = 88.9
core-area_um2 = 7290
ios = 83
num_rows = 31
die_x_um = 88.9
chipArea_um2 = 7910

[clocking]
cts_hold_buf = 0
post_cts_resized = 0
post-cts-setup-buffers = 0

[run_status]
status = finished clean

[worst_hold_path]
worstHoldPathType = input pin to output pin

[placed_design]
hpwl_um = 6850
port_buffers = 83
gp_congestion = 0.888
dp_cells = 609

[timing]
slew_headroom = 0.627
whs_ns = 9.87
min_period_ns = 12.61
fmax_ghz = 0.0793
hold_violations = 0
rsz0062_at_grt = no
timing.setup.tns_ns = 0
setup_viol = 0
worst_pin_slew_ns = 0.554
slew_viol_final = 0
fin_crit_sh = 0.563

[run]
warnings = 55
max-cap-violations = 0

## worst paths after layout
| path | start | to | slack, ns | cells past startpoint |
|---|---|---|---|---|
| hold / removal | GRS_in[0] | GRS_out[0] | 9.87 | 2 |
| setup / recovery | mant_B[10] | z_flag | 9.79 | 13 |
## kinds of logic after synthesis
group,count (synthesis)
xor+xnor,35
fa+ha+maj,48
mux,14
buf+inv,73
simple gates,144
compound gates,135
## area by class of cell
class	instances	area (um^2)
fill	772	3440
inverter	50	188
multi-input combinational	376	2710
tap	99	124
timing repair buffer	84	838
## worst max-delay path: cells and delay by family
kind                       cells  cell delay [ns]
adders and majority gates      1             0.56
buffers and inverters          3             1.03
AOI/OAI and AO/OA              4             0.96
and+or+nand+nor                5             1.09
## cell usage after synthesis, drive strengths merged (3+ instances only)
cell type,instances,area (um^2)
xor2,7,61.3
o31ai,4,30.0
a211oi,4,40.0
o21a,3,22.5
or3,4,25.0
clkbuf,7,26.3
mux2i,13,130
nand3,8,40.0
inv,50,188
xnor2,28,245
ha,47,588
and2,4,25.0
nor2b,5,31.3
nor2,44,165
o22ai,3,18.8
o21bai,7,52.6
a21o,8,60.1
a21oi,39,203
o21ai,25,129
nand2,35,139
nor3,19,95.1
nand2b,7,43.8
buf,16,101
a31oi,8,50.1
nand4,4,25.0
o211ai,5,37.5
o2111ai,5,43.8
## report_power, final
part	switching, mW	total (mW)	internal, mW
Clock	0	0	0
Sequential	0	0	0
Combinational	0.0538	0.114	0.0597
Total	0.0538	0.114	0.0597
## routing by layer
layer | global-route usage | vias up | routed length, um
met4 | 0.0117 | 0 | 35
met3 | 0.000936 | 5 | 350
met1 | 0.317 | 1474 | 4100
met5 | 0 | - | 0
li1 | - | 1724 | -
met2 | 0.368 | 94 | 3770
## metrics by stage
stage / instance area, um^2 / utilization / setup WS [ns] / power [mW]
2_1_floorplan: 3020 / - / 11.26 / 0.0686
3_3_place_gp: 3860 / 0.529 / 9.78 / 0.114
3_5_place_dp: 3860 / 0.529 / 9.75 / 0.113
4_1_cts: 3860 / 0.529 / 9.75 / 0.114
5_1_grt: 3860 / 0.529 / 9.54 / 0.126
6_report: 3860 / 0.529 / 9.79 / 0.114
Power figures rest on the tool's default switching activity, not on a simulated workload.
